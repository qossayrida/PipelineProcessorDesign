==> design.v <==
parameter
    LOW = 0,
    HIGH = 1,
	OP_CODE_LENGTH=3'd4,
	AND  = 4'b0000,  
    ADD  = 4'b0001,  
    SUB  = 4'b0010,  
    ADDI = 4'b0011,  
    ANDI = 4'b0100,  
    LW   = 4'b0101,  
    LoadByte  = 4'b0110, 
    LBu  = 4'b0110,  
    LBs  = 4'b0110,  
    SW   = 4'b0111,  
    BranchGreater  = 4'b1000,  
    BGT  = 4'b1000,  
    BGTZ = 4'b1000,  
    BranchLess  = 4'b1001,
    BLT  = 4'b1001,  
    BLTZ = 4'b1001,  
    BranchEqual  = 4'b1010,
    BEQ  = 4'b1010,  
    BEQZ = 4'b1010,  
    BranchNotEqual  = 4'b1011,
    BNE  = 4'b1011,  
    BNEZ = 4'b1011,  
    JMP  = 4'b1100,  
    CALL = 4'b1101,  
    RET  = 4'b1110,  
    SV   = 4'b1111,  
	R0 = 3'd0,  
    R1 = 3'd1,  
    R2 = 3'd2,  
    R3 = 3'd3,  
    R4 = 3'd4,  
    R5 = 3'd5,  
    R6 = 3'd6,  
    R7 = 3'd7,  
	ALU_OP_CODE_LENGTH=3'd2,
	ALU_OP_AND = 2'b00,
    ALU_OP_ADD = 2'b01,
    ALU_OP_SUB = 2'b10;
module EXE2MEM (
	input clk,
	input [15:0] valueFromALU_IN, valueFromReg_IN, immIN, PCIN, 
	input [2:0] RdIN,
	input [7:0] MEM_signals_IN,
	output reg [15:0] valueFromALU, valueFromReg , imm,	PC, 
	output reg [2:0] Rd,
	output reg [7:0] MEM_signals
);
  	always @ (posedge clk) begin
	  	valueFromALU <= valueFromALU_IN;
		valueFromReg <= valueFromReg_IN;
	  	imm	<=  immIN;
		PC <= PCIN;
		Rd <= RdIN;	
		MEM_signals = MEM_signals_IN;
  	end
endmodule
==> run.sh <==
#!/bin/bash
# OpenROAD 26Q1-2900-gdf79404cd8, Yosys 0.63+post, stock flow scripts
make -C /OpenROAD-flow-scripts/flow DESIGN_CONFIG=/design/flow/config.mk WORK_HOME=/design/flow/orfs finish
==> config.mk <==
export PLATFORM = sky130hd
export DESIGN_NAME = EXE2MEM
export DESIGN_NICKNAME = EXE2MEM
export VERILOG_FILES = /design/flow/design.v
export SDC_FILE = /design/flow/constraint.sdc
export NUM_CORES = 4
export LEC_CHECK = 1
export CORE_UTILIZATION = 40
==> constraint.sdc <==
current_design EXE2MEM

set clk_period 1.0
set clk_io_pct 0.2

create_clock -name clk0 -period $clk_period [get_ports {clk}]

set non_clock_inputs [all_inputs -no_clocks]
set_input_delay [expr $clk_period * $clk_io_pct] -clock clk0 $non_clock_inputs
set_output_delay [expr $clk_period * $clk_io_pct] -clock clk0 [all_outputs]
==> flow_summary.toml <==
# implementation run metrics
[outcome]
status = "aborted with a tool error"
stop_stage = "3_5_place_dp"
error = "[ERROR DPL-0036] Detailed placement failed."

[synth]
yosysWarnings = 1
common_cells = "dfxtp_1 (75)"
yosysTopAreaCell = "dfxtp_1"
yosys_most_used_dff = "dfxtp_1"
synth_top_cell_by_count = "dfxtp_1"
synth_cell_type_count = 1
netlist_instances = 75
synthArstFlopShare_pct = 0
topCellsByArea = "dfxtp_1 (100%)"
edf_count = 0
ys_area_um2 = 1500
ys_cells = 75
netlist_area_um2 = 1500
syn_avg_cell_area_um2 = 20.0
numSynthFlops = 75
top_cell_area_share_pct = 100
synth_seq_share_pct = 100

[die]
fp_util_pct = 43.3
die_h_um = 63.3
die_w_um = 63.3
placementRows = 21
ios = 151

[placed_design]
gp_congestion = 0.692
port_buffers = 150
## logic make-up after synthesis
family	count (synthesis)	share of synthesized area (%)
DFF	75	100
