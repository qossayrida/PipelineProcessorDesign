[design/flow/run.sh]
#!/bin/bash
# OpenROAD 26Q1-2900-gdf79404cd8, Yosys 0.63+post, stock flow scripts
make -C /OpenROAD-flow-scripts/flow DESIGN_CONFIG=/design/flow/config.mk WORK_HOME=/design/flow/orfs finish
[design/flow/config.mk]
export PLATFORM = sky130hd
export DESIGN_NAME = ID2EXE
export DESIGN_NICKNAME = ID2EXE
export VERILOG_FILES = /design/flow/design.v
export SDC_FILE = /design/flow/constraint.sdc
export NUM_CORES = 4
export LEC_CHECK = 1
export CORE_UTILIZATION = 40
[design/flow/constraint.sdc]
current_design ID2EXE

set clk_period 1.0
set clk_io_pct 0.2

create_clock -name clk0 -period $clk_period [get_ports {clk}]

set non_clock_inputs [all_inputs -no_clocks]
set_input_delay [expr $clk_period * $clk_io_pct] -clock clk0 $non_clock_inputs
set_output_delay [expr $clk_period * $clk_io_pct] -clock clk0 [all_outputs]
[design/flow/design.v]
parameter
    LOW = 0,
    HIGH = 1,
	OP_CODE_LENGTH=3'd4,
	AND  = 4'b0000,  
    ADD  = 4'b0001,  
    SUB  = 4'b0010,  
    ADDI = 4'b0011,  
    ANDI = 4'b0100,  
    LW   = 4'b0101,  
    LoadByte  = 4'b0110, 
    LBu  = 4'b0110,  
    LBs  = 4'b0110,  
    SW   = 4'b0111,  
    BranchGreater  = 4'b1000,  
    BGT  = 4'b1000,  
    BGTZ = 4'b1000,  
    BranchLess  = 4'b1001,
    BLT  = 4'b1001,  
    BLTZ = 4'b1001,  
    BranchEqual  = 4'b1010,
    BEQ  = 4'b1010,  
    BEQZ = 4'b1010,  
    BranchNotEqual  = 4'b1011,
    BNE  = 4'b1011,  
    BNEZ = 4'b1011,  
    JMP  = 4'b1100,  
    CALL = 4'b1101,  
    RET  = 4'b1110,  
    SV   = 4'b1111,  
	R0 = 3'd0,  
    R1 = 3'd1,  
    R2 = 3'd2,  
    R3 = 3'd3,  
    R4 = 3'd4,  
    R5 = 3'd5,  
    R6 = 3'd6,  
    R7 = 3'd7,  
	ALU_OP_CODE_LENGTH=3'd2,
	ALU_OP_AND = 2'b00,
    ALU_OP_ADD = 2'b01,
    ALU_OP_SUB = 2'b10;
module ID2EXE (
	input clk,stall, 
	input [15:0] valueAIN, valueBIN, immIN, PCIN, 
	input [2:0] RdIN,
	input [10:0] EXE_signals_IN,
	output reg [15:0] valueA, valueB , imm,	PC, 
	output reg [2:0] Rd,
	output reg [10:0] EXE_signals
);
  	always @ (posedge clk) begin
      	if (stall) begin
          	EXE_signals <= 0;
      	end
	  	else begin
		  	valueA <= valueAIN;
			valueB <= valueBIN;
		  	imm	<=  immIN;
			PC <= PCIN;
			Rd <= RdIN;	
			EXE_signals = EXE_signals_IN;
		end
  	end
endmodule
==> reports/qor.yml <==
yosysWarnings: 1
met2_usage_pct: 25.4
timing.hold.ws_ns: 0.363
ir_worst_vdd_uv: 1170
seq_area_frac_synth_pct: 94.8
cts_tree: "yes"
setup_tns_ns: -0.575
hold_violations: 0
num_io_pins: 158
tool_warnings: 29
setup_ws_ns: -0.0630
tightest_slew_ns: 0.187
setup_violations: 40
period_minus_slack_ns: 1.06
cts_buffers: 9
xor_share_pct: 0
busiest_layer: "met1"
fillers: 396
grt_usage_pct: 18.2
gp_congestion: 0.749
grt_antenna_before_repair: 0
ys_sh_aoi_pct: 0
row_count: 27
mux_share_pct: 0
powerDensity_nw_per_um2: 1700
dieArea_um2: 6190
core_area_um2: 5570
htreeDepth: 3
syn_avg_cell_area_um2: 25.9
drc_errors: 0
root_buffer: "clkbuf_8"
grt_pass1_wl_mm: 7.51
dr.pass1.iters: 3
yosys_area_um2: 2350
cp_slowest_cell: "edfxtp_1"
path_clk_slew_ns: 0.08
simple_gate_share_pct: 4.52
ys.flops: 78
violations: "setup timing"
clock_sinks: 78
crit_buf_inv: 1
grt.met1_usage_pct: 28.6
num_antenna_cells: 0
max_stage_delay_ns: 0.39
crit_fanout: 1
postCtsSetupBuffers: 0
wl_per_cell_um: 15.8
synthCells: 91
hold_class: "in -> reg"
critPathLaunchType: "register"
drt_iter0_markers: 39
chipWidth_um: 78.7
critPathTopFamily: "flip-flops"
power_uw: 6590
met3_usage_pct: 10.2
crit_arrival_ns: 0.86
end_kind: "output port"
outcome: "complete, but fails checks"
via_per_inst: 4.33
grt_overflow: 0
fa_ha_area_share_pct: 0
syn_to_final_growth_pct: 64.8
synthesis.area_um2: 2350
fp.dieH_um: 78.7
ant_nets: 0
drv_cap: 0
grt_pass1_vias: 1454
wirelength_mm: 5.35
clockBufferDepth: 2
criticalPathCategory: "reg -> out"
hpwl_mm: 3.85
p_leak_uw: 0.00156
ys_top_logic_family: "simple AND/OR/NAND/NOR gates"
ys_types: 7
hold_buffers: 0
grt_max_degree: 36
cp_cell_sequence: "buf_2"
yosys_cells: 91
max_slew_margin_pct: 87.6
holdPathStages: 3
drive_gt1_share_pct: 40.8
critPathRequiredTime_ns: 0.80
numPortBuffers: 157
floorplanUtilization_pct: 42.2
via_count: 1467
slew_violations: 0
fin_crit_sh_pct: 106
layout_top_cells: "clkdlybuf4s50_1, buf_2, edfxtp_1, dfxtp_1, clkbuf_8"
max_freq_mhz: 941
cp.depth: 1
rsz0062_at_grt: "yes"
## timing repair
| item | 4_1_cts | 5_1_grt |
|---|---|---|
| cloned | 0 | 1 |
| setup endpoints to repair | 78 | 136 |
| resized | 241 | 1 |
| pin swaps | 0 | 0 |
## metal layers
metal  part of all wire [%]  wire length (um)
met2                     44              2330
met4                    1.5                81
met1                     39              2060
met5                      0                 0
met3                     16               869
## cell usage after synthesis
| library cell | n | area share, % |
|---|---|---|
| edfxtp_1 | 67 | 85 |
| dfxtp_1 | 11 | 9.4 |
| nor2b_2 | 7 | 2.6 |
| and2b_2 | 2 | 0.74 |
| nor2b_4 | 2 | 1.2 |
| buf_6 | 1 | 0.48 |
| inv_1 | 1 | 0.16 |
## sequential cells by signal (all words and copies together), names as in the netlist
| signal | flops |
|---|---|
| EXE_signals | 11 |
| imm | 16 |
| valueB | 16 |
| valueA | 16 |
| PC | 16 |
| Rd | 3 |
## power breakdown
group | leakage [uW] | internal (uW) | switching, uW
Combinational | 0.000717 | 457 | 155
Clock | 0.0000904 | 1150 | 977
Sequential | 0.000748 | 3800 | 57.4
## cell families (layout without fill, tap and decap cells)
group                  count (synthesis)  in the layout
DFF                                   78             78
buffers and inverters                  2            178
and+or+nand+nor                       11             11
## path summary, 6_finish.rpt
check,startpoint,to,slack [ns]
worst max-delay path,valueA[12],valueA[12],-0.06
worst min-delay path,stall,EXE_signals[1],0.36
## area by class of cell
class / instances / area [um^2] / area share [%]
Sequential cell: 78 / 2230 / 57.6
Tap cell: 72 / 90.1 / 2.32
Inverter: 1 / 7.51 / 0.194
Multi-Input combinational cell: 11 / 106 / 2.74
Timing Repair Buffer: 161 / 1260 / 32.4
Clock buffer: 12 / 135 / 3.49
Clock inverter: 4 / 47.5 / 1.23
## metrics by stage
| step | utilization, % | cell area (um^2) | cells | setup WS (ns) |
|---|---|---|---|---|
| global placement | 72.7 | 4060 | 322 | -0.343 |
| CTS | 69.1 | 3850 | 338 | -0.0869 |
| floorplan | - | 2370 | 91 | -0.673 |
| detailed placement | 72.7 | 4060 | 322 | -0.351 |
| global route | 69.6 | 3880 | 339 | -0.0998 |
| finish | 69.6 | 3880 | 339 | -0.0630 |
Power is estimated from default activity; no workload was simulated.
