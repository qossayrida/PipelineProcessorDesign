$ cat ./design.v
parameter
    LOW = 0,
    HIGH = 1,
	OP_CODE_LENGTH=3'd4,
	AND  = 4'b0000,  
    ADD  = 4'b0001,  
    SUB  = 4'b0010,  
    ADDI = 4'b0011,  
    ANDI = 4'b0100,  
    LW   = 4'b0101,  
    LoadByte  = 4'b0110, 
    LBu  = 4'b0110,  
    LBs  = 4'b0110,  
    SW   = 4'b0111,  
    BranchGreater  = 4'b1000,  
    BGT  = 4'b1000,  
    BGTZ = 4'b1000,  
    BranchLess  = 4'b1001,
    BLT  = 4'b1001,  
    BLTZ = 4'b1001,  
    BranchEqual  = 4'b1010,
    BEQ  = 4'b1010,  
    BEQZ = 4'b1010,  
    BranchNotEqual  = 4'b1011,
    BNE  = 4'b1011,  
    BNEZ = 4'b1011,  
    JMP  = 4'b1100,  
    CALL = 4'b1101,  
    RET  = 4'b1110,  
    SV   = 4'b1111,  
	R0 = 3'd0,  
    R1 = 3'd1,  
    R2 = 3'd2,  
    R3 = 3'd3,  
    R4 = 3'd4,  
    R5 = 3'd5,  
    R6 = 3'd6,  
    R7 = 3'd7,  
	ALU_OP_CODE_LENGTH=3'd2,
	ALU_OP_AND = 2'b00,
    ALU_OP_ADD = 2'b01,
    ALU_OP_SUB = 2'b10;
module IF2ID(
	input clk,stall, 
	input [15:0] PCIN, instructionIN, 
	output reg [15:0] PC, instruction
);
  	always @ (posedge clk) begin
      	if (~stall) begin
          	instruction <= instructionIN;
          	PC <= PCIN;
      	end
  	end
endmodule
$ cat ./run.sh
#!/bin/bash
# OpenROAD 26Q1-2900-gdf79404cd8, Yosys 0.63+post, stock flow scripts
make -C /OpenROAD-flow-scripts/flow DESIGN_CONFIG=/design/flow/config.mk WORK_HOME=/design/flow/orfs finish
$ cat ./config.mk
export PLATFORM = sky130hd
export DESIGN_NAME = IF2ID
export DESIGN_NICKNAME = IF2ID
export VERILOG_FILES = /design/flow/design.v
export SDC_FILE = /design/flow/constraint.sdc
export NUM_CORES = 4
export LEC_CHECK = 1
export CORE_UTILIZATION = 30
$ cat ./constraint.sdc
current_design IF2ID

set clk_period 1.0
set clk_io_pct 0.2

create_clock -name clk0 -period $clk_period [get_ports {clk}]

set non_clock_inputs [all_inputs -no_clocks]
set_input_delay [expr $clk_period * $clk_io_pct] -clock clk0 $non_clock_inputs
set_output_delay [expr $clk_period * $clk_io_pct] -clock clk0 [all_outputs]
==> run summary <==
The run has ended; figures from its reports follow.

Per the synth log, the flip-flop and latch total comes to 32. The combinational gate count came out at 0. The cell area power density is ~1700 mW/mm^2. The transition time recorded at the tightest slew-check pin is ~0.15 ns.

The chip area estimate from yosys synthesis is ~960 um^2. The worst setup path is captured at an output port. Per the finish-stage timing summary, setup violations number 11. The global-route wire length before repair is about 2700 um. The number of warnings issued by yosys came out at 1. The worst-case setup margin in the final layout came out at -0.01900 ns. The final reports fail on negative setup slack. The mean post-synth cell area came out at between 20 and 30 um^2. The quantity of I/O buffers inserted on ports came out at between 60 and 70. After floorplanning, the core was sized to cover 0.003053 mm^2.

The die boundary width is just under 60 um. The routed design shows a via density per instance of 3.869. The total length of routed met2 wires is between 700 and 800 um.

The post-synthesis to final-layout area growth is 67.06%. The count of fill cells added during filler insertion came out at between 200 and 300. The overall global routing resource usage is 0.1147. Once iteration 0 of detailed routing completed, the report listed 7 DRC markers. The required time reported for the critical path endpoint is roughly 0.8 ns. In this run the top signal layer used is met4. The post-route DRC violation count came out at 0.

The placed instance count came out at 145. The floorplan utilization is 0.3160. The via count is ~600. Measured along the y axis, the die boundary spans around 60 um. The congestion estimate from routability-driven global placement came to 0.7050. According to the floorplan report, the total die area is 0.003446 mm^2.

On the critical path, the stage with the largest delay is an instance of edfxtp_1. The met1 wire length is approximately 700 um. The area of the mapped netlist came out at approximately 960 um^2. The count of mapped cells out of synthesis is 33.

The standard-cell row count is 20. The total wirelength of the detailed-routed design is 1750 um. The post-layout instance area came out at between 0.0015 and 0.002 mm^2. The number of hold buffers added after CTS was 0. In the final report, the number of hold violations comes to 0. The initial antenna violation count is 0. The kind of launch point of the worst setup path is a flop. The netlist uses 2 different library cells.

The period utilization came out at 1.019. The cell sitting at the root of the clock tree is a clkbuf_4. The multi-input combinational cells in the finished layout cover a total of 0 um^2. The final critical path time including I/O delays and setup is roughly 1 ns.

The clock sink count came out at 32. The peak supply drop is just over 0.9 mV. The level count of the clock H-tree is 2. The largest net degree at the start of global routing came out at 12. No sink is reached through more buffers than the 2 on the longest clock path. In the final timing run, aggregate negative setup slack is -0.1009 ns. The flow ran to the end, but the final reports show violations.

The cell class contributing the biggest share of worst-path delay is flip-flops. The total of max-cap violations is 0. The register clock-pin slew on the reported worst setup and hold paths came out at 0.09 ns. The number of top-level pins came out at roughly 66. The longest incremental delay of any stage on the critical path is reported as about 0.38 ns. Per the timing report, the achievable frequency comes out to just under 1000 MHz. The number of global-route vias before repair came out at 591. The routed design uses between 200 and 250 um of met3 wire. The buffers inserted during post-CTS setup optimization came out at 0.

The total antenna diodes in the routed design came out at 0. The arrival time of the worst setup path came out at 0.82 ns. The sequential element share of the synthesized area is 0.9961. Measured on the finished design, the core utilization comes to 0.5279. The leakage power of the design came out at between 0.0006 and 0.0007 uW. The total clock buffers created by CTS is 5.

The remaining antenna violation count is 0. Setup repair after global routing could not meet its margin everywhere. The report lists the cells along the critical path as buf_2. The CTS tree is done. Detailed placement finished with a half-perimeter wire length of 1306 um. The routed design shows a wire length per standard cell of around 11 um. The maximum fanout encountered on the critical timing path is 1. The instance area at placement came out at 0.001697 mm^2.

The total buffers and inverters traversed by the critical path came out at 1. The number of non-filler instances in the completed layout is between 150 and 200. The number of warnings the tools reported came out at 27. The total iterations of the first detailed-routing run came out at 2. The setup slack after placement is -0.2651 ns.

Per the slew report, the remaining headroom to the max-slew limit stands at 0.9033. Note that the worst hold path type here is in -> reg. The max-slew violation count came out at 0. The total congestion overflow is 0.

The fraction of layout instances using a drive strength above 1 is 0.3853. The cell count listed in synth_stat.txt came out at 33. Looking at the setup timing report, the critical path kind is reg -> out.
cell type report:
cell class / count / area, um^2 / share of cell area
clock buffer: 5 / 37.54 / 0.02329
clock inverter: 3 / 37.54 / 0.02329
inverter: 1 / 7.507 / 0.004658
sequential: 32 / 960.9 / 0.5963
tap: 44 / 55.05 / 0.03416
timing repair buffer: 68 / 513.0 / 0.3183
synth_stat cells (all sizes together):
| cell | count | share of area |
|---|---|---|
| inv | 1 | 0.0039 |
| edfxtp | 32 | 1.0 |
sequential cells by signal, summed over array words and instances, names as in the netlist:
| signal | flops |
|---|---|
| PC | 16 |
| instruction | 16 |
power by group:
group / internal (uW) / switching, uW
clock network: 510 / 387
registers: 1590 / 21.8
logic: 181 / 54.6
total: 2280 / 464
kinds of logic after synthesis:
group / Yosys count / synth area share
flip-flops: 32 / 0.9961
buffers and inverters: 1 / 0.003887
per-layer routing:
metal  vias up  GRT usage
met5         -          0
met4         0    0.02041
met3         5    0.06013
met2        39     0.1626
met1       266     0.1758
li1        282          -
stage by stage:
step | power [uW] | hold WS, ns
after floorplan | 1640 | 0.2989
after global placement | 1977 | 0.7563
after detailed placement | 1981 | 0.7578
after CTS | 2790 | 0.4105
after global routing | 2890 | 0.3968
final | 2745 | 0.4289
what timing repair did:
item                                    4_1_cts  5_1_grt
endpoints found under the setup margin       32       32
gates resized                                96        0
pin swaps                                     0        0
cell usage in the layout (no fill, tap or decap), drive strengths merged:
cell	count
buf	35
bufinv	1
clkbuf	5
clkdlybuf4s50	33
clkinv	2
clkinvlp	1
edfxtp	32
final timing paths:
path / slack (ns) / depth (start not counted) / endpoint / startpoint
setup / recovery: -0.02 / 1 / PC[0] / PC[0]
hold / removal: 0.43 / 1 / PC[13] / PCIN[13]
No activity file was given, so power comes from the tool's default toggle rates.
